==> ./design.v <==
module divisor2 (
    output reg novo_clock,
    input reset,
    input clock_50
);
reg [22:0] Q;
wire clk;
assign clk = clock_50;
always @(posedge clk or negedge reset) begin
    if (reset == 1'b0) begin
        Q = 23'b000;
    end
    else if (Q == 23'd4999999) begin
        Q = 23'b000;
        novo_clock = ~novo_clock;  
    end
    else begin
        Q = Q + 1;
    end
end
endmodule
==> ./run.sh <==
#!/bin/bash
# OpenROAD 26Q1-2900-gdf79404cd8, Yosys 0.63+post, stock flow scripts
make -C /OpenROAD-flow-scripts/flow DESIGN_CONFIG=/design/flow/config.mk WORK_HOME=/design/flow/orfs finish
==> ./config.mk <==
export PLATFORM = sky130hd
export DESIGN_NAME = divisor2
export DESIGN_NICKNAME = divisor2
export VERILOG_FILES = /design/flow/design.v
export SDC_FILE = /design/flow/constraint.sdc
export NUM_CORES = 4
export LEC_CHECK = 1
export CORE_AREA = 10 10 90 90
export DIE_AREA = 0 0 100 100
==> ./constraint.sdc <==
current_design divisor2

set clk_period 4.7
set clk_io_pct 0.2

create_clock -name clk0 -period $clk_period [get_ports {clock_50}]

set non_clock_inputs [all_inputs -no_clocks]
set_input_delay [expr $clk_period * $clk_io_pct] -clock clk0 $non_clock_inputs
set_output_delay [expr $clk_period * $clk_io_pct] -clock clk0 [all_outputs]
==> GITHUB_STEP_SUMMARY <==
### Metrics collected by this job

| Metric | Value |
|---|---|
| CTS Hold Bufs | 0 |
| Number of violations reported at the end of detailed-routing iteration 0 | 26 |
| Post-DR vias/cell | 4.23 |
| Number of buffers created by CTS | 3 |
| Ordered cell list for the critical path | ha_1, nand3_2, or2_1, nor4_4, and2_1 |
| Worst hold slack after final layout | 0.511 ns |
| Required time at the endpoint of the critical path | 4.69 ns |
| Pin count of the biggest net entering global routing | 25 |
| Worst Setup Start Kind | flop |
| H-Tree Depth | 1 |
| Category of the worst setup path capture point | flop |
| Post-layout period usage | 0.450 |
| Root buf cell | clkbuf_8 |
| Weighted congestion at the end of routability-driven global placement | about 0.85 |
| TritonCTS clock tree | done |
| Clock transition at path regs | approximately 0.09 ns |
| Slew at the pin with the worst max-slew slack | around 0.6 ns |
| Setup Crit Path Kind | reg -> reg |
| Insertion delay at the late pin of the worst-skew pair | 0.26 ns |
| Fraction of layout cells with a size suffix above 1 | 0.0957 |
| Worst-case clock skew | between 0.005 and 0.006 ns |
| Data arrival time of the worst path | ~2.1 ns |
| Number of warnings the tools reported | 25 |
| Total Power Consumption | 391 uW |
| Antenna-violating nets left | 0 |
| Antenna Cells | 0 |
| Effective utilization at floorplan | 0.190 |
| Count of final hold-check violations | 0 |
| Drt pass-1 iters | 4 |
| Area of the mapped netlist | 1190 um2 |
| Routed len/inst | 10.6 um |
| Number of antenna violations at the first check in global routing | 0 |
| Number of synthesized register bits | 24 |
| Most common library cell in the layout ignoring fill and taps | dfrtp_1 |
| Num rows | 29 |
| Port bufs | 2 |
| Count of cell types in the netlist | 32 |
| Fillers | approximately 660 |
| Count of instantiated cells in the yosys netlist | 110 |
| Gate count of the mapped netlist | approximately 110 |
| Horizontal die size | 100 um |
| Estimated wirelength of the detail-placed design | 1420 um |
| Post-synthesis average cell area | 10.8 um2 |
| Max Buffers Root-to-Sink | 2 |
| Unrepaired setup endpoints after global routing | false |
| Clock tree sinks | 24 |
| Cell Pwr Density | approximately 280 nW/um2 |
| Via Count | 812 |
| Syn-to-layout area delta | 15.7% |
| Count of buffers added by post-CTS timing repair for setup | 0 |
| Cell with the largest stage delay on the worst path | nor4_4 |
| Chip Footprint | 10000 um2 |
| Most frequent cells in the layout | 23 x dfrtp_1, 13 x xnor2_1, 12 x nor2_1 |
| GRT overflow | 0 |
| Result of the run | complete, no violations |
| Top-level I/O count | 3 |
| Resize count post-CTS | 0 |
| Slowest Stage Delay on Critical Path | 0.55 ns |
| GRT Resource Usage Total | 0.0441 |
| Worst relative slew slack | 0.586 |
| Die height | 100 um |
| Total leakage power | 0.000570 uW |
| Setup TNS | 0 ns |
| Final Max Tran Viols | 0 |
| Maximum capacitance violations | 0 |
| Final worst path period need | 2.12 ns |
| Yosys warning tally | 1 |
| Global-route wire length before repair | ~3800 um |
| Kind of path behind the tightest hold check | reg -> reg |
| Area reported by Yosys stat | 1190 um2 |
| Finish-stage setup viols | 0 |
| Highest attainable clock frequency | 473 MHz |
| Seq/Total Area, Yosys | 0.508 |
| Placeable core region | 6280 um2 |
| Peak VDD IR | 0.126 mV |
| Vias in the first global route | around 800 |
| Final wirelength | 2030 um |
| Largest fanout of any net on the critical path | 10 |
| DR DRC count | 0 |
## cells by family (layout without fill, tap and decap cells)
logic type	count (synthesis)	count (layout)	synth area share
DFF	24	24	0.508
adders and majority gates	1	1	0.0105
xor gates and xnor gates	17	17	0.125
and+or+nand+nor	57	57	0.306
AOI/OAI and AO/OA	6	6	0.0336
buffers and inverters	5	10	0.0168
## stage by stage
| stage | instance area (um2) | instances | utilization | setup slack (ns) |
|---|---|---|---|---|
| 2_1_floorplan | 1190 | 110 | - | 2.80 |
| 3_3_place_gp | 1310 | 188 | 0.208 | 2.52 |
| 3_5_place_dp | 1310 | 188 | 0.208 | 2.50 |
| 4_1_cts | 1380 | 192 | 0.219 | 2.56 |
| 5_1_grt | 1380 | 192 | 0.219 | 2.40 |
| 6_report | 1380 | 192 | 0.219 | 2.58 |
## critical path: cells and delay by family, from the launching register on
family | cells | cell delay [ns]
simple gates | 4 | 1.21
flops | 1 | 0.41
fa+ha+maj | 1 | 0.21
## state kept, by name, summed over array words and instances, names as in the netlist
name	cells
novo_clock	1
Q	23
## synth_stat cells
master / number / area [um2]
buf_2: 1 / 5.00
or2_1: 1 / 6.26
nor2_1: 12 / 45.0
a211oi_1: 2 / 15.0
nand3_1: 10 / 50.1
nor3_1: 3 / 15.0
nand4_2: 1 / 12.5
nand2_1: 6 / 22.5
and2_1: 2 / 12.5
nor4_2: 1 / 12.5
or4b_4: 1 / 13.8
xnor2_1: 13 / 114
xor2_1: 4 / 35.0
and3_1: 2 / 12.5
clkbuf_1: 1 / 3.75
or3_1: 1 / 6.26
nor4b_1: 2 / 17.5
o22ai_1: 1 / 6.26
nand3_2: 1 / 10.0
and4_1: 2 / 17.5
inv_1: 3 / 11.3
o221ai_1: 1 / 8.76
nor4_4: 2 / 42.5
nor4_1: 2 / 12.5
or4_1: 1 / 7.51
edfxtp_1: 1 / 30.0
nand4_1: 5 / 31.3
dfrtp_1: 23 / 576
a21oi_1: 2 / 10.0
nor2b_1: 1 / 6.26
or4b_1: 1 / 10.0
ha_1: 1 / 12.5
## per-layer routing
| metal | GRT usage | routed length (um) |
|---|---|---|
| met2 | 0.0617 | 812 |
| met5 | 0 | 0 |
| met4 | 0.0120 | 8 |
| met1 | 0.0688 | 1160 |
| met3 | 0.00625 | 49 |
## path summary, 6_finish.rpt
| path | from | endpoint | slack, ns | depth (start not counted) |
|---|---|---|---|---|
| worst max-delay path | Q[0]$_DFF_PN0_ | novo_clock$_DFFE_PP_ | 2.58 | 5 |
| worst min-delay path | Q[0]$_DFF_PN0_ | Q[0]$_DFF_PN0_ | 0.51 | 1 |
| worst max register to register | Q[0]$_DFF_PN0_ | novo_clock$_DFFE_PP_ | 2.58 | 5 |
| worst min register to register | Q[0]$_DFF_PN0_ | Q[0]$_DFF_PN0_ | 0.51 | 1 |
| max in group asynchronous | reset | Q[17]$_DFF_PN0_ | 3.44 | 2 |
| min in group asynchronous | reset | Q[11]$_DFF_PN0_ | 1.02 | 2 |
## area by class of cell
cell class	instances	area, um2	share of cell area
timing repair buffer	3	27.5	0.0200
tap	77	96.3	0.0699
multi-input combinational	81	566	0.411
inverter	3	11.3	0.00817
sequential	24	606	0.440
clock buffer	3	41.3	0.0300
clock inverter	1	30.0	0.0218
## power breakdown
part	internal, uW	leakage [uW]	switching [uW]
Combinational	1.28	0.000211	3.91
Sequential	207	0.000324	0
Clock	114	0.0000357	64.4
Power and IR drop assume default switching activity.
