==> flow/design.v <==
module decodificador ( entrada, segmentos );
input [3:0] entrada;
output reg [0:6] segmentos;
 always@(*) begin	
	case ({entrada})  
		4'b0000:	segmentos = 7'b0000001;
		4'b0001:	segmentos = 7'b1001111;
		4'b0010:	segmentos = 7'b0010010;
		4'b0011:	segmentos = 7'b0000110;
		4'b0100:	segmentos = 7'b1001100;
		4'b0101:	segmentos = 7'b0100100;
		4'b0110:	segmentos = 7'b0100000;
		4'b0111:	segmentos = 7'b0001111;
	   4'b1000:	segmentos = 7'b0000000;
		4'b1001:	segmentos = 7'b0000100;
		default:	segmentos = 7'b1111111;
	endcase
end	
endmodule
module divisor (
    output reg novo_clock,
    input reset,
    input clock_50
);
reg [25:0] Q;
wire clk;
assign clk = clock_50;
always @(posedge clk or negedge reset) begin
    if (reset == 1'b0) begin
        Q = 26'b000;
    end
    else if (Q == 26'd49999999) begin
        Q = 26'b00;
        novo_clock = ~novo_clock;  
    end
    else begin
        Q = Q + 1;
    end
end
endmodule
module decodificador1 ( entrada, segmentos );
input [2:0] entrada;
output reg [0:6] segmentos;
 always@(*) begin	
	case ({entrada})  
		3'b000:	segmentos = 7'b0000100; 
		3'b001:	segmentos = 7'b0001000; 
		3'b010:	segmentos = 7'b0000000; 
		3'b011:	segmentos = 7'b0011001; 
		3'b100:	segmentos = 7'b1111001; 
		3'b101:	segmentos = 7'b0110000; 
		3'b110:	segmentos = 7'b1110001; 
		3'b111:	segmentos = 7'b1111111; 
		default:	segmentos = 7'b1111111;
	endcase
end	
endmodule
module decodificador2 ( entrada, segmentos );
input [2:0] entrada;
output reg [0:6] segmentos;
 always@(*) begin	
	case ({entrada})  
		3'b000:	segmentos = 7'b0001000; 
		3'b001:	segmentos = 7'b0000000; 
		3'b010:	segmentos = 7'b0011001; 
		3'b011:	segmentos = 7'b1111001; 
		3'b100:	segmentos = 7'b0110000; 
		3'b101:	segmentos = 7'b1110001; 
		3'b110:	segmentos = 7'b1111111; 
		3'b111:	segmentos = 7'b0000100; 
		default:	segmentos = 7'b1111111;
	endcase
end	
endmodule
module decodificador3 ( entrada, segmentos );
input [2:0] entrada;
output reg [0:6] segmentos;
 always@(*) begin	
	case ({entrada})  
		3'b000:	segmentos = 7'b0000000; 
		3'b001:	segmentos = 7'b0011001; 
		3'b010:	segmentos = 7'b1111001; 
		3'b011:	segmentos = 7'b0110000; 
		3'b100:	segmentos = 7'b1110001; 
		3'b101:	segmentos = 7'b1111111; 
		3'b110:	segmentos = 7'b0000100; 
		3'b111:	segmentos = 7'b0001000; 
		default:	segmentos = 7'b1111111;
	endcase
end	
endmodule
module decodificador4 ( entrada, segmentos );
input [2:0] entrada;
output reg [0:6] segmentos;
 always@(*) begin	
	case ({entrada})  
		3'b000:	segmentos = 7'b0011001; 
		3'b001:	segmentos = 7'b1111001; 
		3'b010:	segmentos = 7'b0110000; 
		3'b011:	segmentos = 7'b1110001; 
		3'b100:	segmentos = 7'b1111111; 
		3'b101:	segmentos = 7'b0000100; 
		3'b110:	segmentos = 7'b0001000; 
		3'b111:	segmentos = 7'b0000000; 
		default:	segmentos = 7'b1111111;
	endcase
end	
endmodule
module decodificador5 ( entrada, segmentos );
input [2:0] entrada;
output reg [0:6] segmentos;
 always@(*) begin	
	case ({entrada})  
		3'b000:	segmentos = 7'b1111001; 
		3'b001:	segmentos = 7'b0110000; 
		3'b010:	segmentos = 7'b1110001; 
		3'b011:	segmentos = 7'b1111111; 
		3'b100:	segmentos = 7'b0000100; 
		3'b101:	segmentos = 7'b0001000; 
		3'b110:	segmentos = 7'b0000000; 
		3'b111:	segmentos = 7'b0011001; 
		default:	segmentos = 7'b1111111;
	endcase
end	
endmodule
module decodificador6 ( entrada, segmentos );
input [2:0] entrada;
output reg [0:6] segmentos;
 always@(*) begin	
	case ({entrada})  
		3'b000:	segmentos = 7'b0110000; 
		3'b001:	segmentos = 7'b1110001; 
		3'b010:	segmentos = 7'b1111111; 
		3'b011:	segmentos = 7'b0000100; 
		3'b100:	segmentos = 7'b0001000; 
		3'b101:	segmentos = 7'b0000000; 
		3'b110:	segmentos = 7'b0011001; 
		3'b111:	segmentos = 7'b1111001; 
		default:	segmentos = 7'b1111111;
	endcase
end	
endmodule
module decodificador7 ( entrada, segmentos );
input [2:0] entrada;
output reg [0:6] segmentos;
 always@(*) begin	
	case ({entrada})  
		3'b000:	segmentos = 7'b1110001; 
		3'b001:	segmentos = 7'b1111111; 
		3'b010:	segmentos = 7'b0000100; 
		3'b011:	segmentos = 7'b0001000; 
		3'b100:	segmentos = 7'b0000000; 
		3'b101:	segmentos = 7'b0011001; 
		3'b110:	segmentos = 7'b1111001; 
		3'b111:	segmentos = 7'b0110000; 
		default:	segmentos = 7'b1111111;
	endcase
end	
endmodule
module letreiro(HEX0,HEX1, HEX2, HEX3, HEX4, HEX5, HEX6, HEX7,SW,CLOCK_50);
	output [0:6] HEX0, HEX1, HEX2, HEX3, HEX4, HEX5, HEX6, HEX7;
   input [17:0] SW;
  	input CLOCK_50;
 	wire  novo_clock1;
   wire  reset;
	reg [2:0] Q;
	assign reset = SW[10];	
	initial 
	   begin
	     Q = 3'b000;
	   end
divisor ANA(novo_clock1,reset,CLOCK_50);
always @ (posedge novo_clock1 or negedge reset) 
begin
   if (reset == 1'b0)   begin
		Q = 3'd0;
   end
   else if (Q == 3'b111) begin
		Q = 3'd0;
	end
	else begin	
		Q = Q + 1;
   end
end
decodificador bloco0(Q, HEX7);
decodificador1 bloco1(Q, HEX6);
decodificador2 bloco2(Q, HEX5);
decodificador3 bloco3(Q, HEX4);
decodificador4 bloco4(Q, HEX3);
decodificador5 bloco5(Q, HEX2);
decodificador6 bloco6(Q, HEX1);
decodificador7 bloco7(Q, HEX0);
endmodule
==> flow/run.sh <==
#!/bin/bash
# OpenROAD 26Q1-2900-gdf79404cd8, Yosys 0.63+post, stock flow scripts
make -C /OpenROAD-flow-scripts/flow DESIGN_CONFIG=/design/flow/config.mk WORK_HOME=/design/flow/orfs finish
==> flow/config.mk <==
export PLATFORM = sky130hd
export DESIGN_NAME = letreiro
export DESIGN_NICKNAME = letreiro
export VERILOG_FILES = /design/flow/design.v
export SDC_FILE = /design/flow/constraint.sdc
export NUM_CORES = 4
export LEC_CHECK = 1
export CORE_UTILIZATION = 40
==> flow/constraint.sdc <==
current_design letreiro

set clk_period 4.0
set clk_io_pct 0.2

create_clock -name clk0 -period $clk_period [get_ports {CLOCK_50}]

set non_clock_inputs [all_inputs -no_clocks]
set_input_delay [expr $clk_period * $clk_io_pct] -clock clk0 $non_clock_inputs
set_output_delay [expr $clk_period * $clk_io_pct] -clock clk0 [all_outputs]
==> summary.txt <==
Physical implementation.

- The gate-level netlist out of Yosys references 33 unique cell types.
- For this design the ratio of total power to cell area is 167.8 nW/um^2.
- The routed design shows a via density per instance of 4.945.
- The fraction of synthesis flops using an asynchronous set or reset pin is 96.67%.
- The flow ran to the end, and the final reports show no timing, DRC or antenna violations.
- The number of gates resized after CTS was 0.
- The total I/O pin count is 75.
- The number of warning messages in the yosys log is 11.
- The deepest clock path buffer count is 2.
- The worst-case setup margin in the final layout is about 1.8 ns.
- The worst-skew pair later-pin latency is 0.26 ns.
- In the synthesized netlist, the number of instances is ~220.
- The timer found 3 register pins that no clock reaches; their paths are not timed.
- Setup repair after global routing left no endpoint under its margin.
- The relative slew slack is 48.78%.
- The largest net degree at the start of global routing is 39.
- The start point of the critical path is ANA.Q[16].
- At the floorplan stage, the core utilization is reported as 42.53%.
- Summed over all nets, the half-perimeter wirelength after detailed placement is around 3.2 mm.
- The first global-routing pass estimated 6.962 mm of wire.
- The number of antenna violations at the first check in global routing is 0.
- Synthesis inferred 30 register bits.
- The number of pins exceeding their max-slew limit in the final report is 0.
- The largest area contributor in the synthesized netlist is sky130_fd_sc_hd__dfrtp_1.
- In the final run the clock tree shows a worst skew of 0.003103 ns.
- Counting flops with a built-in enable in the synthesized netlist gives 1.
- In this run the number of H-tree levels came out at 1.
- The cell leakage power is 1.225 nW.
- STA lists the startpoint of the worst register-to-register path as ANA.Q[16].
- At the end of routability-driven placement, the weighted congestion stood at around 0.79.
- By startpoint and endpoint, the worst setup path is classified as flip-flop to flip-flop.
- The count of endpoints without a timing constraint is around 60.
- After the first detailed-routing iteration, the DRC count stood at roughly 110.
- The endpoint arrival time on the critical path is approximately 2.2 ns.
- CTS placed an instance of sky130_fd_sc_hd__clkbuf_8 at the clock tree root.
- In this run the cell area of the synthesized design comes to approximately 1900 sq um.
- The number of iterations in the first detailed-routing pass is 25.
- The count of buffers from port buffering is 57.
- The largest fanout on the critical path is 11.
- The count of instantiated cells in the yosys netlist is ~220.
- Global routing finished with a remaining overflow of 0.
- The kind of end point of the critical path is a flip-flop.
- The via count of the first global-routing pass came to 1401.
- The final count of hold timing violations is 0.
- The die outline area is a little over 5000 sq um.
- The element type at the critical path start is a flip-flop.
- The routed layout has roughly 1600 vias.
- The count of endpoints failing setup in the final report is 0.
- The critical hold path startpoint is ANA.Q[6].
- The detailed router reported a total wirelength of 4.146 mm.
- The share of synthesized area in the top cell type comes to 38.13%.
- Logged for this run, the post-placement worst setup slack is 1.736 ns.
- The die boundary width is 70.98 um.
- IR analysis of the VDD net gives a maximum drop of ~0.00019 V.
- The count of hold-fix buffers inserted at cts is 0.
- The floorplan has 24 rows.
- The critical path endpoint has a required time of 4.00 ns.
- Once layout is complete, the utilization of the core stands at a little under three fifths.
- Note that the worst hold path type here is flip-flop to flip-flop.
- The number of clock buffers inserted by TritonCTS is 3.
- Per the run report, area growth between synthesis and finish was 34.65%.
- The synthesized area per cell is roughly 8.6 sq um.
- In the layout the commonest cells are sky130_fd_sc_hd__clkdlybuf4s50_1, sky130_fd_sc_hd__nor2_1, sky130_fd_sc_hd__dfrtp_1.
- The final timing report derives a shortest allowable period of 2.234 ns.
- The post-CTS setup buffer count is 0.
- Overall routing resource usage recorded by global route was 17.62%.
- In the final routed layout, each cell accounts on average for 12.60 um.
- Cells with a size suffix above 1 make up 5.415% of the layout.
- The number of DRC violations after detailed routing is 0.
- The dominant register cell in the synthesized netlist is sky130_fd_sc_hd__dfrtp_1.
- The number of max-cap violations is 0.
- Per the post-route antenna check, the number of violating nets is 0.
- After synthesis, flip-flops and latches occupy between 30% and 40% of the total area.
- In this run the standard cell core region covers 4474 sq um.
- The fraction of the cycle the final worst path needs is 55.84%.
- The antenna diode count is 0.
- The timing-limited maximum frequency is 447.7 MHz.
- In the CTS report, the clock slew at the register clock pins of the worst setup and hold paths is listed as 0.09 ns.
- The height of the die is slightly above 70 um.
- Setup total negative slack on the finished layout was measured at 0 ns.
- The number of warnings in the stage logs is 54.
- The most common logic cell in the final layout is sky130_fd_sc_hd__clkdlybuf4s50_1.
- The transition time of the tightest slew-check pin is 0.7624 ns.
- The area figure in the yosys stat output is 1903 sq um.
- The TritonCTS clock tree is yes.
- The main area contributors are sky130_fd_sc_hd__dfrtp_1, sky130_fd_sc_hd__ha_1, sky130_fd_sc_hd__nor2_1.
[cell families (layout without fill, tap and decap cells)]
group	count (synthesis)	in the layout	synth area share (%)
compound gates	26	26	7.232
xor+xnor	21	21	9.665
fa+ha+maj	16	16	10.52
buf+inv	27	83	6.311
flops	30	30	39.71
simple gates	101	101	26.56
[routing by layer]
layer  wire [um]  track usage (%)  up-vias  share of wire, %
met4          16           0.6667        0              0.39
li1            -                -      845                 -
met3         219            2.746        2               5.3
met5           0                0        -                 0
met1        2218            31.34      736                53
met2        1691            24.68       44                41
[cell usage after synthesis, drive strengths merged (2+ instances only)]
library cell	instances
nor2	31
dfrtp	29
nand2	27
inv	18
ha	16
o21ai	13
xor2	13
nand3	11
a21oi	10
nand4	8
xnor2	8
clkbuf	5
buf	4
nor3	4
and3	3
nor2b	3
nor4	3
a21boi	2
and2	2
nand3b	2
or4	2
[metrics by stage]
| step | hold WS, ns | total power, mW | area [sq um] | std cells |
|---|---|---|---|---|
| 6_report | 0.4947 | 0.4299 | 2562 | 329 |
| 5_1_grt | 0.5297 | 0.4509 | 2562 | 329 |
| 4_1_cts | 0.5021 | 0.4368 | 2562 | 329 |
| 3_5_place_dp | 0.4891 | 0.2870 | 2516 | 325 |
| 3_3_place_gp | 0.4834 | 0.2871 | 2516 | 325 |
| 2_1_floorplan | 0.4587 | 0.2795 | 1903 | 221 |
[critical path, cell delays in order (launching register included)]
cell                        delay [ns]
sky130_fd_sc_hd__dfrtp_1          0.43
sky130_fd_sc_hd__nand4bb_1        0.19
sky130_fd_sc_hd__or4_4            0.43
sky130_fd_sc_hd__nor4_4           0.49
sky130_fd_sc_hd__buf_4            0.27
sky130_fd_sc_hd__and2_2           0.16
[state kept, by name, indices dropped and copies added, names as in the netlist]
signal          flops
ANA.Q              26
ANA.novo_clock      1
Q                   3
[power breakdown]
| group | switching (mW) | internal [mW] | total [mW] |
|---|---|---|---|
| logic | 0.00558 | 0.00150 | 0.00708 |
| clock network | 0.0793 | 0.0696 | 0.149 |
| registers | 0 | 0.274 | 0.274 |
[final cells by class]
class	count	area (sq um)
Tap cell	52	65.06
Clock inverter	1	5.005
Clock buffer	3	41.29
Multi-Input combinational cell	164	1027
Fill cell	418	1912
Sequential cell	30	755.7
Timing Repair Buffer	61	600.6
Inverter	18	67.56
[final timing paths]
check                                 end  slack [ns]  cells after the start
max in group asynchronous       ANA.Q[22]        2.82                      2
min in group asynchronous        ANA.Q[9]        0.91                      2
setup reg to reg           ANA.novo_clock        1.77                      5
hold reg to reg                  ANA.Q[6]        0.49                      1
setup / recovery           ANA.novo_clock        1.77                      5
hold / removal                   ANA.Q[6]        0.49                      1
Power is estimated from default activity; no workload was simulated.
