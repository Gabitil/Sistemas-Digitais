### flow/design.v
	module soma1bit (A , B, TE, S , TS);
	input A, B, TE;
	output S, TS;
	assign S = (A^B)^(TE);
	assign TS = (A&B)|(A&TE)|(B&TE);
	endmodule
module Decodificador (A, B, C, D, a, b, c, d, e, f, g);
input A, B, C, D;
output a, b, c, d, e, f, g;
assign a = (B&~C&~D)|(~A&~B&~C&D);
assign b = (B&~C&D)| (B&C&~D);
assign c = (~B&C&~D);
assign d = (B&~C&~D)| (B&C&D)| (~A&~B&~C&D);
assign e = (D)|(~C&B);
assign f = (C&D)| (C&~B) | (~A&~B&D);
assign g = (~A&~B&~C)|(B&C&D);
endmodule
module soma4bit(SW,HEX0,HEX1);
input [17:0]SW;
output[0:6]HEX0,HEX1;
wire [3:0] A= SW[17:14];
wire [3:0] B= SW[3:0];
wire TE=SW[10];
wire [4:0] result;
wire [3:0] S, TS;
wire [3:0] dez, unid;
soma1bit bloco0 (A[0], B[0], TE, S[0],TS[0]);
soma1bit bloco1 (A[1],B[1],TS[0],S[1],TS[1]);
soma1bit bloco2 (A[2],B[2],TS[1],S[2],TS[2]);
soma1bit bloco3 (A[3],B[3],TS[2],S[3],TS[3]);
assign result = {TS[3], S[3:0]};
assign dez = result / 4'b1010;
assign unid = result % 4'b1010;
Decodificador blocoUnid (unid[3], unid[2], unid[1], unid[0], HEX0[0], HEX0[1], HEX0[2],HEX0[3],HEX0[4],HEX0[5],HEX0[6]);
Decodificador blocoDez (dez[3], dez[2], dez[1], dez[0], HEX1[0],HEX1[1],HEX1[2],HEX1[3],HEX1[4],HEX1[5],HEX1[6]);
endmodule
### flow/run.sh
#!/bin/bash
# OpenROAD 26Q1-2900-gdf79404cd8, Yosys 0.63+post, stock flow scripts
make -C /OpenROAD-flow-scripts/flow DESIGN_CONFIG=/design/flow/config.mk WORK_HOME=/design/flow/orfs finish
### flow/config.mk
export PLATFORM = sky130hd
export DESIGN_NAME = soma4bit
export DESIGN_NICKNAME = soma4bit
export VERILOG_FILES = /design/flow/design.v
export SDC_FILE = /design/flow/constraint.sdc
export NUM_CORES = 4
export LEC_CHECK = 1
export CORE_AREA = 10 10 70 70
export DIE_AREA = 0 0 80 80
### flow/constraint.sdc
current_design soma4bit

set clk_period 4.5
set clk_io_pct 0.2

create_clock -name clk0 -period $clk_period

set non_clock_inputs [all_inputs -no_clocks]
set_input_delay [expr $clk_period * $clk_io_pct] -clock clk0 $non_clock_inputs
set_output_delay [expr $clk_period * $clk_io_pct] -clock clk0 [all_outputs]
==> summary.rpt <==
RUN METRICS
----------------------------------------------------
[Outcome]
  Run status ........................ complete, but fails checks
  Violations in the final reports ........................ negative setup slack

[Power and ir drop]
  Sw frac ........................ 42.6%
  Static power due to leakage ........................ 0.000602 uW
  Total power divided by cell area ........................ 401 mW/mm^2
  Share of power burned in registers ........................ 0%
  Clock share of power ........................ 0%
  Net Sw Power ........................ 226 uW
  Comb power frac ........................ 100.0%
  Total Power ........................ 530 uW
  Worst VDD drop ........................ 0.0899 mV
  Cell Int Power ........................ 304 uW

[Final timing]
  Final critical delay including setup and external delays ........................ 5130 ps
  Final Slew Violations ........................ 0
  Cycle use final ........................ 114%
  Final count of negative-setup-slack endpoints ........................ 12
  RSZ-0062 raised after global routing ........................ true
  Max Clock Freq ........................ 195 MHz
  Final setup margin ........................ -625 ps
  Number of hold violations in the final report ........................ 0

[Die]
  Top-level port count ........................ 32
  Die width ........................ 80 um
  Die y size ........................ 80 um
  Effective utilization at floorplan ........................ 20.0%
  Total Die Area ........................ 0.00640 mm^2
  Number of cell rows ........................ 21
  Area of the core region ........................ 0.00342 mm^2

[Finish]
  Area added between synthesis and finish ........................ 93.1%
  Sequential cell count ........................ 0
  Most numerous logic cell after layout ........................ sky130_fd_sc_hd__buf_4
  Clock buffer count in the final layout ........................ 0
  Most instantiated logic cells after routing ........................ sky130_fd_sc_hd__buf_4, sky130_fd_sc_hd__buf_6, sky130_fd_sc_hd__buf_2, sky130_fd_sc_hd__inv_1, sky130_fd_sc_hd__nor2_1
  Share of final-layout standard cells stronger than drive strength 1 ........................ 60.7%
  Final Instance Count excl. Fillers ........................ 191
  Area of all sequential standard cells ........................ 0 um^2

[Synth]
  Cell area after technology mapping ........................ 684 um^2
  Syn_area_per_cell ........................ 6.71 um^2
  Post-synthesis cell type with the largest combined area ........................ sky130_fd_sc_hd__buf_4
  Total of warnings raised by yosys ........................ 0
  Gate count of the mapped netlist ........................ 102
  Main area contributors after synthesis ........................ sky130_fd_sc_hd__buf_4, sky130_fd_sc_hd__fa_1, sky130_fd_sc_hd__ha_1, sky130_fd_sc_hd__inv_1, sky130_fd_sc_hd__nor2_1
  Proportion of netlist area held by the largest area contributor ........................ 15.4%
  Register share after synthesis ........................ 0%
  Chip area from the yosys synthesis statistics ........................ 684 um^2
  Yosys stat cell total ........................ 102
  Yosys cell types ........................ 35

[Placed design]
  Number of port buffers ........................ 22
  Dpl hpwl ........................ 1.59 mm
  Final weighted congestion in routability-driven placement ........................ 0.818
  Placed Instances ........................ 176

[Critical path]
  Largest fanout on the critical path ........................ 3
  Required time of the critical path ........................ 3600 ps
  Start point of the critical path ........................ SW[0]
  Termination of the worst setup path ........................ HEX0[5]
  Startpoint kind of the worst setup timing path ........................ primary input
  Worst setup path class ........................ in2out
  Kind of capture point of the worst setup path ........................ primary output
  Arrival @ worst endpoint ........................ 4230 ps

[Detailed routing]
  DRT Wirelength ........................ 2.08 mm
  Inserted Diodes ........................ 0
  Vias ........................ 830
  Number of design-rule violations left by the first detailed-router iteration ........................ 22
  Number of antenna-violating nets in the routed design ........................ 0
  Detail-routed net length per standard cell ........................ 10.9 um
  Number of iterations in the first detailed-routing pass ........................ 4
  Drc violations ........................ 0
  Avg Vias per Cell ........................ 4.35

[GRT]
  Maximum number of pins on one net before global-route repair ........................ 11
  Vias in the first global route ........................ 851
  Wire length of the first global-routing pass ........................ 3.73 mm
  Global routing usage summed across all routing layers ........................ 6.57%
  Number of antenna violations at the first check in global routing ........................ 0
  Total overflow reported by the global router ........................ 0

[Job]
  Max capacitance violation total ........................ 0
  Number of warnings in the stage logs ........................ 46

[Worst hold path]
  Class of the tightest hold or removal check ........................ in2out

[CTS]
  Hold buffer count at CTS ........................ 0

----------------------------------------------------
[what timing repair did]
item	4_1_cts	5_1_grt
gates resized	94	6
pin swaps	30	14
setup endpoints to repair	13	13
setup buffers	16	4
[cells by family (layout without fill, tap and decap cells)]
kind of cell / after synthesis / in the layout / share of synthesized area (%)
buffers and inverters: 30 / 73 / 24.3
and+or+nand+nor: 33 / 33 / 24.9
xor gates and xnor gates: 1 / 1 / 1.28
adders and majority gates: 8 / 8 / 19.0
other: 1 / 1 / 0.548
AOI/OAI and AO/OA: 29 / 29 / 30.0
[final cells by class]
cell class | count | area, um^2
fill | 339 | 2090
multi-input combinational | 72 | 716
inverter | 13 | 51.3
tap | 46 | 57.6
timing repair buffer | 60 | 497
[layer usage]
layer,vias to the layer above,GRT usage (%),share of wire (%)
li1,422,-,-
met1,392,8.09,41
met2,12,12.3,54
met3,4,0.455,3.2
met4,0,0.880,1.5
met5,-,0,0
[worst min path at each step]
stage                  start       to  slack [ps]  cells after the start
final                 SW[10]  HEX0[4]        2420                      5
after global routing  SW[10]  HEX0[4]        2480                      5
after CTS             SW[10]  HEX0[4]        2440                      5
[worst max-delay path, cell delays in order]
cell                       delay (ps)
sky130_fd_sc_hd__buf_6             70
sky130_fd_sc_hd__fa_2             190
sky130_fd_sc_hd__inv_2             40
sky130_fd_sc_hd__fa_2             330
sky130_fd_sc_hd__fa_2             370
sky130_fd_sc_hd__fa_2             590
sky130_fd_sc_hd__buf_6            100
sky130_fd_sc_hd__nor2b_4          170
sky130_fd_sc_hd__or3_4            160
sky130_fd_sc_hd__nand2_4           60
sky130_fd_sc_hd__ha_4             150
sky130_fd_sc_hd__o21bai_4         170
sky130_fd_sc_hd__a211o_1          240
sky130_fd_sc_hd__a21o_1           220
sky130_fd_sc_hd__buf_6            130
sky130_fd_sc_hd__o21ai_4          110
sky130_fd_sc_hd__o311ai_2          90
sky130_fd_sc_hd__buf_2            120
[metrics by stage]
stage	setup TNS, ps	setup slack [ps]	util [%]	hold WS, ps	instance area (um^2)
4_1_cts	-6740	-704	37.7	2440	1290
3_5_place_dp	-15030	-1420	31.7	3180	1080
2_1_floorplan	-3970	-544	-	2310	753
5_1_grt	-7740	-811	38.7	2480	1320
6_report	-5910	-625	38.7	2420	1320
3_3_place_gp	-14470	-1360	31.7	3170	1080
[cells in the mapped netlist (2+ instances only)]
cell,number
sky130_fd_sc_hd__buf_4,14
sky130_fd_sc_hd__inv_1,12
sky130_fd_sc_hd__nor2_1,11
sky130_fd_sc_hd__a21oi_1,7
sky130_fd_sc_hd__nand2_1,7
sky130_fd_sc_hd__fa_1,4
sky130_fd_sc_hd__ha_1,4
sky130_fd_sc_hd__nand3_1,4
sky130_fd_sc_hd__a21o_1,3
sky130_fd_sc_hd__o21ai_1,3
sky130_fd_sc_hd__a211oi_2,2
sky130_fd_sc_hd__clkbuf_1,2
sky130_fd_sc_hd__nand2b_1,2
sky130_fd_sc_hd__nor3_1,2
sky130_fd_sc_hd__o21ai_0,2
sky130_fd_sc_hd__o2bb2ai_1,2
sky130_fd_sc_hd__o311ai_1,2
sky130_fd_sc_hd__or3_1,2
[power groups by stage]
| stage | clock network (uW) | logic (uW) | registers [uW] |
|---|---|---|---|
| CTS | 0 | 509 | 0 |
| global route | 0 | 580 | 0 |
| finish | 0 | 530 | 0 |
Power figures rest on the tool's default switching activity, not on a simulated workload.
